$ cat constraint.sdc
current_design ALU

set clk_period 26.3
set clk_io_pct 0.2

create_clock -name clk0 -period $clk_period

set non_clock_inputs [all_inputs -no_clocks]
set_input_delay [expr $clk_period * $clk_io_pct] -clock clk0 $non_clock_inputs
set_output_delay [expr $clk_period * $clk_io_pct] -clock clk0 [all_outputs]
$ cat config.mk
export PLATFORM = sky130hd
export DESIGN_NAME = ALU
export DESIGN_NICKNAME = ALU
export VERILOG_FILES = /design/flow/design.v
export SDC_FILE = /design/flow/constraint.sdc
export NUM_CORES = 4
export LEC_CHECK = 1
export CORE_UTILIZATION = 30
$ cat design.v
module ALU
(  
  input [2:0] Op_code,
  input [31:0] A, B,
  output reg [31:0] Y
);
always@(Op_code or A or B )
 begin
  case(Op_code)
    3'b000: Y = A;
    3'b001: Y = A + B;
    3'b010: Y = A - B;
    3'b011: Y = A & B;
    3'b100: Y = A | B;
    3'b101: Y = A + 1;
    3'b110: Y = A - 1;
    3'b111: Y = B;
    default:  Y = 8'h00000000;
  endcase
 end
endmodule
$ cat run.sh
#!/bin/bash
# OpenROAD 26Q1-2900-gdf79404cd8, Yosys 0.63+post, stock flow scripts
make -C /OpenROAD-flow-scripts/flow DESIGN_CONFIG=/design/flow/config.mk WORK_HOME=/design/flow/orfs finish
==> out/results.ini <==
[route]
drt_iter0_drc=337
wl_microns=13200
drc=0
wl_per_cell_microns=17.5
vias_per_cell=5.80
via_count=4351
diodes=0
drtAntennaViolNets=0
first_pass_iters=5

[final_layout]
syn2layout_area_growth_pct=31.0
clkbuf_count=0
fin_util_pct=40.4
layout-drive-gt1-share_pct=5.93
finalInstanceArea_sq_um=4630
flop-count=0
regArea_sq_um=0

[worst_setup_path]
crit_chain=clkdlybuf4s50_1 -> buf_4 -> inv_1 -> nand2_1 -> buf_4 -> nor2_2 -> buf_4 -> a221oi_1 -> ha_1 -> a211oi_1 -> nor2_1 -> o41a_1 -> a221oi_1 -> a21boi_0 -> o21a_1 -> o21ai_0 -> mux2_2 -> a221oi_1 -> clkdlybuf4s50_1
worstSetupPathType=in2out
cp-end-kind=output port
arrival_ns=10.98
cpPeakStageDelay_ns=0.51
slowest_stage=clkdlybuf4s50_1
crit_path_max_fanout=41
crit_cells=19
crit_required_ns=21.04
start_kind=input pin
critical_path_buf_inv_count=6
crit_family=AND-OR/OR-AND gates

[clock_network]
post_cts_buffers=0
post_cts_resized=0
hold_buffers=0

[power_and_ir_drop]
leakage_nw=1.75
powerDensity_nw_per_um2=26.6
peakVddDrop_mv=0.0134

[sta]
slew_viol_final=0
hold_slack_ns=11.46
hold_viol=0
rsz0062_at_grt=no
setup_tns_ns=0
slew_headroom_pct=36.5
tightest_slew_ns=0.928
fin_crit_sh_pct=61.8
min_period_ns=16.24
fmax_mhz=61.6
setup_viol=0

[floorplanning]
num_rows=39
die-width_microns=111
pin_count=99
die_h_microns=111
fp_util_pct=30.8
core_area_sq_um=11500
dieArea_sq_um=12200

[worst_hold_path]
min-delay-path-class=in2out
whs_path_depth=4

[yosys]
most_common_cell=nand2_1
synthDistinctLibCells=69
synthTopCellsByCount=nand2_1, a21oi_1, o21ai_0, xnor2_1, ha_1
yosys_cells=534
ys_area_sq_um=3530
synth_area_sq_um=3530
topCellsByArea=ha_1, xnor2_1, nand2_1
synth_cells=534
avgSynthCellArea_sq_um=6.62
ys_warn_count=1
top_area_cell=ha_1
ys_seq_share_pct=0
yosys.area.top_type_share_pct=11.3

[grt]
antenna_found_initial=0
grt-ovfl-total=0
grt_max_degree=42
grt_pass1_wl_microns=21400
grt_pass1_vias=4079
grtUsageTotal_pct=21.5

[flow_run]
warning_count=32
cap_violations=0

[run_status]
status=complete, no violations

[placement]
numPortBuffers=99
postPlaceCellArea_sq_um=4630
dp_hpwl_microns=10300
place_congestion=1.02

report_power, final:
group / internal, W / total [W] / switching, W
sequential: 0 / 0 / 0
clock: 0 / 0 / 0
combinational: 0.0000624 / 0.000123 / 0.0000605
layout by cell type, fill, tap and decap left out, types with 5 or more instances in the layout:
master,count
xnor2_1,33
buf_4,8
or3_1,9
ha_1,32
nand2_1,73
a221o_1,7
o21a_1,10
a22oi_1,7
mux2i_1,5
clkdlybuf4s50_1,99
nor2_1,29
inv_1,19
a211oi_1,5
a21oi_1,53
nand4_1,5
o21ai_0,42
nor2_2,5
a221oi_1,31
xor2_1,20
nand2b_1,6
a21o_1,13
nor3_1,11
cell type report:
class              instances  area (sq um)
fillers                 1142          6840
multi-input cells        480          3320
repair buffers           107          1050
well taps                143           179
inverters                 20          75.1
path summary, 6_finish.rpt:
check | start | to
setup / recovery | Op_code[0] | Y[23]
hold / removal | A[5] | Y[5]
layer usage:
metal / GRT usage [%] / up-vias / share of wire, % / wire (microns)
met2: 33.8 / 176 / 44 / 5740
met4: 3.38 / 0 / 1.6 / 214
met1: 31.4 / 1984 / 47 / 6170
met5: 0 / - / 0 / 0
li1: - / 2174 / - / -
met3: 3.47 / 17 / 7.8 / 1030
logic make-up after synthesis:
group	count (synthesis)	synth area share, %
muxes	9	2.69
buffers and inverters	54	5.98
AOI/OAI and AO/OA	211	41.0
adders and majority gates	33	11.9
xor gates and xnor gates	53	13.1
and+or+nand+nor	174	25.3
stage by stage:
| step | total power [W] | cells | worst slack (ns) |
|---|---|---|---|
| finish | 0.000123 | 750 | 10.06 |
| global placement | 0.000122 | 750 | 10.18 |
| detailed placement | 0.000121 | 750 | 10.15 |
| CTS | 0.000122 | 750 | 10.12 |
| global route | 0.000136 | 750 | 9.57 |
| floorplan | 0.0000724 | 534 | 11.79 |
Power is estimated from default activity; no workload was simulated.
