[design.v]
module FullAdd4( A,B,Cin,Sum,Cout);
    input   [3:0]A, B;
    input   Cin;
    output  [3:0]Sum;
    output  Cout;
reg [3:0]temp_sum;
reg temp_cout;
reg [4:0]temporary;
assign Cout = temp_cout;
assign Sum = temp_sum;
always@(A,B,Cin)
begin
temporary =   A + B + Cin;  
temp_sum = temporary[3:0];
temp_cout = temporary[4];
end
endmodule
[run.sh]
#!/bin/bash
# OpenROAD 26Q1-2900-gdf79404cd8, Yosys 0.63+post, stock flow scripts
make -C /OpenROAD-flow-scripts/flow DESIGN_CONFIG=/design/flow/config.mk WORK_HOME=/design/flow/orfs finish
[config.mk]
export PLATFORM = sky130hd
export DESIGN_NAME = FullAdd4
export DESIGN_NICKNAME = FullAdd4
export VERILOG_FILES = /design/flow/design.v
export SDC_FILE = /design/flow/constraint.sdc
export NUM_CORES = 4
export LEC_CHECK = 1
export CORE_AREA = 10 10 70 70
export DIE_AREA = 0 0 80 80
[constraint.sdc]
current_design FullAdd4

set clk_period 3.8
set clk_io_pct 0.2

create_clock -name clk0 -period $clk_period

set non_clock_inputs [all_inputs -no_clocks]
set_input_delay [expr $clk_period * $clk_io_pct] -clock clk0 $non_clock_inputs
set_output_delay [expr $clk_period * $clk_io_pct] -clock clk0 [all_outputs]
==> impl_metrics.tcl <==
# collected from the flow reports
set metrics [dict create \
    syn_area_per_cell_sq_um 8.99 \
    switching_power_uw 13.0 \
    synth_cells 16 \
    hold_ws_ns 2.60 \
    n_clock_buffer 0 \
    port_buffers 14 \
    insertedDiodeCount 0 \
    worstPathArrival_ns 2.64 \
    fin_cells 76 \
    syn-cell-area_sq_um 144 \
    viasPerCell 2.08 \
    max_slew_margin 0.889 \
    irDropWorstVdd_uv 17.2 \
    area_delta_synth_final_pct 137 \
    powerDensity_nw_per_um2 132 \
    slowest_stage "clkdlybuf4s50_1" \
    grt_pass1_vias 160 \
    path_class "in -> out" \
    p_comb_frac 1.000 \
    hpwl_um 496 \
    min-delay-start "B[3]" \
    rsz0062_at_grt "no" \
    layout.area.comb_sq_um 129 \
    worstHoldEndpoint "Sum[3]" \
    fillCellCount 407 \
    die.size.y_um 80 \
    maxSlewViolCount 0 \
    slowest_delay_ns 0.46 \
    synth_stat.cells 16 \
    synth.yosys.warnings 1 \
    grt-ovfl-total 0 \
    place_congestion 0.707 \
    path_delay_family "buffers and inverters" \
    synth_chip_area_sq_um 144 \
    track_usage 0.0150 \
    maxCapViolations 0 \
    power.share.clock 0 \
    hold_buffers 0 \
    seq_cell_count 0 \
    holdPathStages 4 \
    cts_resized 0 \
    drc_errors 0 \
    grt_pass1_wl_um 779 \
    switching_share 0.289 \
    crit_buf_inv 4 \
    route.vias.total 158 \
    dr.pass1.iters 1 \
    required_ns 3.04 \
    io_pins 14 \
    warning_count 35 \
    status "completed" \
    routed_wl_um 510 \
    cts_setup_buffers 0 \
    end_kind "output port" \
    chipArea_sq_um 6400 \
    worst_pin_slew_ns 0.164 \
    core-area_sq_um 3420 \
    yosysSeqAreaShare 0 \
    grt_max_degree 4 \
    leakage_uw 0.000135 \
    finalCritPeriodShare 0.896 \
    finalHoldViolCount 0 \
    setup_tns_ns 0 \
    p_int_uw 32.0 \
    crit_chain "clkdlybuf4s50_1 > fa_1 > inv_1 > fa_1 > inv_1 > clkdlybuf4s50_1" \
    hp-class "in -> out" \
    drt-initial-drc-count 0 \
    seqPwrFrac 0 \
    cp-start-kind "input pin" \
    fp-utilization 0.0421 \
    ys_types 9 \
    postRouteAntennaNets 0 \
    row_count 21 \
    regArea_sq_um 0 \
    finalSetupViolCount 0 \
    dp_cells 76 \
    avgRoutedWirePerCell_um 6.71 \
    max_freq_mhz 294 \
    drive_gt1_frac 0.0333 \
    die_w_um 80 \
    layout_min_cycle_time_ns 3.40 \
    crit_fanout 2 \
    antenna_found_initial 0 \
]
worst max-delay path by stage:
stage     from  endpoint  slack, ns  depth (start not counted)
4_1_cts   A[0]    Sum[1]       0.38                          6
5_1_grt   B[0]      Cout       0.28                          8
6_report  A[0]    Sum[1]       0.40                          6
per-stage QoR:
step	setup WS, ns	cell area [sq um]	total power, uW	utilization
after floorplan	1.36	144	14.1	-
after global placement	0.401	342	45.8	0.100
after detailed placement	0.383	342	46.1	0.100
after CTS	0.383	342	46.4	0.100
after global routing	0.282	342	50.8	0.100
final	0.397	342	45.0	0.100
Yosys cell counts:
cell      n  share of area
inv_1     4           0.10
ha_1      3           0.26
fa_1      2           0.28
xnor2_1   2           0.12
a21o_1    1          0.052
a21oi_2   1          0.061
nand2b_1  1          0.044
nor2b_1   1          0.044
o21ai_0   1          0.035
power by group through the flow:
| stage | Clock [uW] | Combinational (uW) | Sequential (uW) |
|---|---|---|---|
| CTS | 0 | 46.4 | 0 |
| global route | 0 | 50.8 | 0 |
| finish | 0 | 45.0 | 0 |
final cells by class:
cell class,instances,share of cell area
timing repair buffer,14,0.410
multi-input combinational,12,0.377
tap,46,0.168
inverter,4,0.0440
placed cells by master (no fill, tap or decap):
master,synthesis,final
a21o_1,1,1
a21oi_2,1,1
clkdlybuf4s50_1,0,14
fa_1,2,2
ha_1,3,3
inv_1,4,4
nand2b_1,1,1
nor2b_1,1,1
o21ai_0,1,1
xnor2_1,2,2
logic make-up (layout without fill, tap and decap cells):
logic type	Yosys count	count (layout)	synth area share
compound gates	3	3	0.148
simple gates	2	2	0.0870
xor+xnor	2	2	0.122
buf+inv	4	18	0.104
fa+ha+maj	5	5	0.539
layer usage:
metal	vias to the layer above	global-route usage	part of all wire
met2	12	0.0201	0.30
met1	67	0.0205	0.45
met5	-	0	0
li1	79	-	-
met3	0	0.0102	0.25
met4	0	0	0
Power and IR drop assume default switching activity.
