==> design.v <==
module RAM128x32
#(
  parameter Data_width = 32,   
            Addr_width = 7     
  )
  (   
    input wire clk,
    input wire we,
    input wire [(Addr_width-1):0] address,
    input wire [(Data_width-1):0] d,
    output wire [(Data_width-1):0] q
  );
  reg [(Data_width-1):0] ram [(2**Addr_width-1):0];
  reg [(Data_width-1):0] data_reg;
  always@ (posedge clk)
    begin
      if (we == 1'b1)
        ram[address] = d;  
      else
        data_reg = ram[address];  
    end
  assign q = data_reg;  
endmodule
==> run.sh <==
#!/bin/bash
# OpenROAD 26Q1-2900-gdf79404cd8, Yosys 0.63+post, stock flow scripts
make -C /OpenROAD-flow-scripts/flow DESIGN_CONFIG=/design/flow/config.mk WORK_HOME=/design/flow/orfs finish
==> config.mk <==
export PLATFORM = sky130hd
export DESIGN_NAME = RAM128x32
export DESIGN_NICKNAME = RAM128x32
export VERILOG_FILES = /design/flow/design.v
export SDC_FILE = /design/flow/constraint.sdc
export NUM_CORES = 4
export LEC_CHECK = 1
export CORE_UTILIZATION = 50
==> constraint.sdc <==
current_design RAM128x32

set clk_period 57.0
set clk_io_pct 0.2

create_clock -name clk0 -period $clk_period [get_ports {clk}]

set non_clock_inputs [all_inputs -no_clocks]
set_input_delay [expr $clk_period * $clk_io_pct] -clock clk0 $non_clock_inputs
set_output_delay [expr $clk_period * $clk_io_pct] -clock clk0 [all_outputs]
==> Table 3: Implementation characteristics <==
Summary of implementation characteristics

Parameter                              Value

Worst setup path
  Cell-by-cell listing of the critical path    buf_4 -> buf_4 -> buf_4 -> or3_4 -> buf_4 -> nor2_4 -> buf_4 -> a22oi_1 -> nand4_1 -> nor3_1 -> or4b_1 -> o32a_1
  Worst reg-to-reg setup slack    52.59 ns
  Data arrival time at the worst-slack endpoint    18.35 ns
  Crit path buf inv count    5
  Path length in cells of the critical path    12
  Crit path launch type    input pin
  Cell type with the highest occurrence count on the critical path    sky130_fd_sc_hd__buf_4
  Worst Setup Path Type    input pin to register
  Largest stage delay on the critical path    1.39 ns
  Crit path required time    57.75 ns
  Cell type group with the largest total delay on the critical path    simple AND/OR/NAND/NOR gates
  Terminus of the critical flop-to-flop path    data_reg[27]
  Cell type of the slowest stage on the worst timing path    sky130_fd_sc_hd__nor3_1
  R2R cell count    5
  Peak fanout along the critical path    28
  Worst setup EP type    register
  Reg-to-reg startpoint    ram[58][27]

Final timing
  Final critical delay including setup and external delays    17.60 ns
  Final setup vio count    0
  Total Neg Setup Slack    0 ns
  Tightest Pin Transition    1.845 ns
  Final max-slew violation count    32
  Max Freq    56.82 MHz
  Final critical-path share of the clock period    0.3088
  Unrepaired setup endpoints after global routing    false
  Worst Slack Setup Final    39.40 ns
  Headroom to the max-slew limit    -0.2297
  Clock tree skew after final layout    0.1083 ns
  Number of hold violations in the final report    0

Routing
  Antenna Violating Nets Remaining    0
  Remaining routing DRC violations    0
  Wirelength per Cell    70.02 um
  Via count of the routed design    119100
  Number of vias per cell    8.482
  DR iter-0 viols    15790
  Total wirelength of the detailed-routed design    983400 um
  Iteration tally of the first detailed-router pass    9

Global route
  Remaining global-route overflow    0
  Initial antenna violation count    169
  Total GRT Usage    0.7210
  Maximum number of pins on one net before global-route repair    97
  Number of global-route vias before repair    115200
  First-pass GRT wire length    1227000 um

CTS
  Sink count of the clock tree    4128
  Buffer cell driving the clock tree root    sky130_fd_sc_hd__clkbuf_16
  Post-CTS setup buffer count    0
  Maximum level of the CTS H-tree    5
  Inserted Clock Buffers    420
  CTS tree    built
  Buffers from clock root to sink, at most    4
  Cts repair resizes    0
  Clk pin slew, worst setup/hold paths    0.06 ns
  Count of hold buffers inserted by post-cts repair    0
  Clock network latency to the later pin of the worst-skew pair    1.07 ns

Status
  Outcome    complete, but fails checks
  Violated checks    capacitance limit, slew limit

Power
  Net load switching power    1.671 mW
  Internal cell power    5.131 mW
  Static Leakage    57.04 nW
  Cell area power density    37.81 nW/um2
  Switching share of total power    0.2457
  Worst ir drop on vdd    0.03111 mV
  Fraction of power consumed by combinational cells    0.069
  Clk pwr share    0.413
  Proportion of power drawn by flip-flops and latches    0.518

Synth
  Yosys stat cell total    8544
  Share of the yosys chip area belonging to registers    0.8115
  Post-synthesis xor/xnor area fraction    0.0001147
  Most frequently used flop master after synthesis    sky130_fd_sc_hd__edfxtp_1
  Syn_area_per_cell    17.88 um2
  Main logic family    AND-OR/OR-AND gates
  Tally of yosys warning messages    2
  Number of enable flip-flop cells    4128
  Post-synthesis cell area    152700 um2
  Area fraction in compound gates    0.1195
  Chip area estimate from yosys synthesis    152700 um2
  Flip-flop and latch count after synthesis    4128
  Area fraction in full adders, half adders and majority gates    0
  Count of different cell masters after synthesis    83
  Multiplexer fraction of the synthesized cell area    0.01293
  Cell count after synthesis    8544
  Post-synthesis share of cell area spent on and, or, nand and nor gates    0.04024
  Post-synth ARST share    0

Finish
  Share of cells above drive strength 1    0.1953
  Layout Area Growth over Synthesis    17.77%
  Top logic cells by instance count in the layout    sky130_fd_sc_hd__edfxtp_1, sky130_fd_sc_hd__a22oi_1, sky130_fd_sc_hd__buf_4
  Count of placed standard cells in the final layout, fillers left out    14050
  Number of flip-flops in the largest register    4096
  Most common cell after layout, fill and taps aside    sky130_fd_sc_hd__edfxtp_1

Placement
  Weighted congestion at the end of routability-driven global placement    1.145
  Number of port buffers    72
  Pre-CTS worst setup slack    39.39 ns
  Estimated wirelength of the detail-placed design    612000 um
  Placed Instances    12920

Flow run
  OpenROAD warning count    29
  Max-cap violation count    8

Floorplanning
  Total die size    307700 um2
  Core footprint    303300 um2
  Number of top-level design ports    73
  Die Width    554.7 um
  Site row count    202
  Vertical extent of the die    554.7 um
  Effective utilization at floorplan    0.5036

Min path
  WHS Endpoint    data_reg[2]
  Class of the most critical hold timing path    register to register
  Hold Path Depth    1
  Min-delay src    ram[0][2]
worst reg2reg max path, cell delays in order, from the launching register on:
cell and delay, ns:
sky130_fd_sc_hd__edfxtp_1 0.36, sky130_fd_sc_hd__a22oi_1 0.48, sky130_fd_sc_hd__nand2_1 0.32, sky130_fd_sc_hd__nor4_1 1.46
sky130_fd_sc_hd__nand4_1 0.95, sky130_fd_sc_hd__o32a_1 0.59
per-layer routing:
| layer | track usage | wire length, um |
|---|---|---|
| met1 | 0.6882 | 254500 |
| met2 | 0.7878 | 362200 |
| met3 | 0.7461 | 236200 |
| met4 | 0.5960 | 112600 |
| met5 | 0.6574 | 17990 |
cell families after synthesis:
family	after synthesis
AND/OR/NAND/NOR	1212
buffers and inverters	557
flip-flops	4128
multiplexers	191
XOR/XNOR	2
AND-OR/OR-AND	2454
synthesized netlist by cell type, types with 30 or more instances:
library cell               number  area, um2
sky130_fd_sc_hd__a222oi_1      86      860.8
sky130_fd_sc_hd__nand3_1       88      440.4
sky130_fd_sc_hd__nor3_1       119      595.6
sky130_fd_sc_hd__mux2i_1      141       1411
sky130_fd_sc_hd__buf_2        163      815.8
sky130_fd_sc_hd__a22o_1       180       1577
sky130_fd_sc_hd__nand4_1      169       1057
sky130_fd_sc_hd__clkbuf_1     304       1141
sky130_fd_sc_hd__o211ai_1      30      225.2
sky130_fd_sc_hd__a31oi_1       34      212.7
sky130_fd_sc_hd__nor2_1       286       1074
sky130_fd_sc_hd__a32oi_1       43      376.6
sky130_fd_sc_hd__a21oi_1      222       1111
sky130_fd_sc_hd__nor4_1        96      600.6
sky130_fd_sc_hd__or4_1         30      225.2
sky130_fd_sc_hd__mux2_2        50      563.0
sky130_fd_sc_hd__edfxtp_1    4128     124000
sky130_fd_sc_hd__o21ai_0       88      440.4
sky130_fd_sc_hd__nand2_1      286       1074
sky130_fd_sc_hd__a221oi_1      96      840.8
sky130_fd_sc_hd__o22ai_1      173       1082
sky130_fd_sc_hd__a22oi_1     1319       9902
sky130_fd_sc_hd__buf_1         63      236.5
power by group through the flow:
| stage | combinational (mW) | sequential (mW) | clock, mW |
|---|---|---|---|
| after CTS | 0.414 | 3.52 | 2.77 |
| final | 0.470 | 3.52 | 2.81 |
| after global routing | 0.434 | 3.53 | 2.89 |
cell type report:
type / count / area (um2)
repair buffers: 944 / 7327
clock buffers: 490 / 10880
clock inverters: 276 / 2895
inverters: 7 / 27.53
well taps: 3978 / 4977
fillers: 21670 / 123400
diodes: 363 / 908.4
multi-input cells: 3859 / 28920
flip-flops and latches: 4128 / 124000
how the worst max path moves through the flow:
stage	from	endpoint	slack [ns]
CTS	address[5]	data_reg[22]	40.39
global route	address[5]	data_reg[22]	39.97
finish	address[5]	data_reg[22]	39.40
stage by stage:
| step | area [um2] | utilization | power, mW | hold WS [ns] |
|---|---|---|---|---|
| after floorplan | 152700 | - | 3.676 | 0.5158 |
| after global placement | 165200 | 0.5446 | 3.993 | 0.5308 |
| after detailed placement | 165200 | 0.5447 | 3.996 | 0.5348 |
| after CTS | 179000 | 0.5901 | 6.708 | 0.5460 |
| after global routing | 179500 | 0.5919 | 6.848 | 0.5640 |
| final | 179900 | 0.5931 | 6.801 | 0.5515 |
Power and IR drop assume default switching activity.
